### design/flow/design.v
module xtea(clock, reset, mode, data_in1, data_in2, key_in, data_out1, data_out2, all_done);
parameter s0 = 8'd0, s1 = 8'd1, s2 = 8'd2, s3 = 8'd3, s4 = 8'd4, s5 = 8'd5, s6 = 8'd6, s7 = 8'd7, s8 = 8'd8, s9 = 8'd9, s10 = 8'd10,
	  s11 = 8'd11, s12 = 8'd12, s13 = 8'd13, s14 = 8'd14, s15 = 8'd15, s16 = 8'd16, s17 = 8'd17;
input clock, reset, mode;
input[31:0] data_in1, data_in2;
input[127:0] key_in;
output[31:0] data_out1, data_out2;
output all_done;
wire clock, reset;
wire[31:0] data_in1, data_in2;
wire[127:0] key_in;
reg all_done, while_flag, modereg;
reg[1:0] selectslice;
reg[7:0] state;
reg[7:0] x;
reg[31:0] data_out1, data_out2, sum, workunit1, workunit2, delta;
always @(posedge clock or posedge reset)
begin
	if (reset)
		state = s0;
	else begin
		case (state)
			s0: state = s1;
			s1: state = s2;
			s2: state = s3;
			s3: state = while_flag ? s4 : s14;
			s4: state = modereg ? s10 : s5;
			s5: state = s6;
			s6: state = s7;
			s7: state = s8;
			s8: state = s9;
			s9: state = s2;
			s10: state = s11;
			s11: state = s12;
			s12: state = s13;
			s13: state = s14;
			s14: state = s2;
			s15: state = s16;
			s16: state = s17;
			s17: state = s17;
			default: state = 4'bxxxx;
		endcase
	end
end
always @(posedge clock or posedge reset)
begin
	if (reset) begin
		data_out1 = 32'h00000000;
		data_out2 = 32'h00000000;
		x = 8'b00000000;
		sum = 32'h00000000;
		while_flag = 1'b0;
		workunit1 = 32'h00000000;
		workunit2 = 32'h00000000;
		selectslice = 1'b0;
		all_done = 1'b0;
		delta = 32'h00000000;
		modereg = 1'b0;
	end
	else begin
		case (state)
			s1: begin
			    workunit1 = data_in1;
			    workunit2 = data_in2;
			    delta = 32'h9E3779B9;
			    sum = 32'hc6ef3720;
			    modereg = mode;
			    end
			s2: if (x < 8'd32) while_flag = 1'b1; else while_flag = 1'b0;
			s3: begin
			    end
			s4: begin
			end
			s5: selectslice = (sum >> 32'd11 & 32'd3);
			s6: case (selectslice)
				2'b00: workunit2 = workunit2 - (((workunit1 << 4 ^ workunit1 >> 5) + workunit1) ^ (sum + key_in[127:96]));
				2'b01: workunit2 = workunit2 - (((workunit1 << 4 ^ workunit1 >> 5) + workunit1) ^ (sum + key_in[95:64]));
				2'b10: workunit2 = workunit2 - (((workunit1 << 4 ^ workunit1 >> 5) + workunit1) ^ (sum + key_in[63:32]));
				2'b11: workunit2 = workunit2 - (((workunit1 << 4 ^ workunit1 >> 5) + workunit1) ^ (sum + key_in[31:0]));
				default: workunit2 = 32'bzzzzzzzzzzzzzzzzzzzzzzzzzzzzzzzz;
			    endcase
			s7: sum = sum - delta;
			s8: selectslice = (sum & 32'd3);
			s9: begin
			    case (selectslice)
			    	2'b00: workunit1 = workunit1 - (((workunit2 << 4 ^ workunit2 >> 5) + workunit2) ^ (sum + key_in[127:96]));
				2'b01: workunit1 = workunit1 - (((workunit2 << 4 ^ workunit2 >> 5) + workunit2) ^ (sum + key_in[95:64]));
				2'b10: workunit1 = workunit1 - (((workunit2 << 4 ^ workunit2 >> 5) + workunit2) ^ (sum + key_in[63:32]));
				2'b11: workunit1 = workunit1 - (((workunit2 << 4 ^ workunit2 >> 5) + workunit2) ^ (sum + key_in[31:0]));
				default: workunit1 = 32'bzzzzzzzzzzzzzzzzzzzzzzzzzzzzzzzz;
			    endcase
			    x = x + 1'b1;
			    end
			s10: selectslice = (sum & 32'd3);
                        s11: case (selectslice)
                                2'b00: workunit1 = workunit1 + (((workunit2 << 4 ^ workunit2 >> 5) + workunit2) ^ (sum + key_in[127:96]));
                                2'b01: workunit1 = workunit1 + (((workunit2 << 4 ^ workunit2 >> 5) + workunit2) ^ (sum + key_in[95:64]));
                                2'b10: workunit1 = workunit1 + (((workunit2 << 4 ^ workunit2 >> 5) + workunit2) ^ (sum + key_in[63:32]));
                                2'b11: workunit1 = workunit1 + (((workunit2 << 4 ^ workunit2 >> 5) + workunit2) ^ (sum + key_in[31:0]));
                                default: workunit1 = 32'bzzzzzzzzzzzzzzzzzzzzzzzzzzzzzzzz;
                            endcase
                        s12: sum = sum + delta;
                        s13: selectslice = (sum >> 32'd11 & 32'd3);
                        s14: begin
                            case (selectslice)
                                2'b00: workunit2 = workunit2 + (((workunit1 << 4 ^ workunit1 >> 5) + workunit1) ^ (sum + key_in[127:96]));
                                2'b01: workunit2 = workunit2 + (((workunit1 << 4 ^ workunit1 >> 5) + workunit1) ^ (sum + key_in[95:64]));
                                2'b10: workunit2 = workunit2 + (((workunit1 << 4 ^ workunit1 >> 5) + workunit1) ^ (sum + key_in[63:32]));
	                        2'b11: workunit2 = workunit2 + (((workunit1 << 4 ^ workunit1 >> 5) + workunit1) ^ (sum + key_in[31:0]));
                                default: workunit2 = 32'bzzzzzzzzzzzzzzzzzzzzzzzzzzzzzzzz;
                            endcase
                            x = x + 1'b1;
                            end
			 s15: begin
			       end
			 s16: begin
			     data_out1 = workunit1;
			     data_out2 = workunit2;
			     end
			 s17: all_done = 1'b1;
			 default: begin
			     data_out1 = 32'bzzzzzzzzzzzzzzzzzzzzzzzzzzzzzzzz;
			     data_out2 = 32'bzzzzzzzzzzzzzzzzzzzzzzzzzzzzzzzz;
			     end
		 endcase
	end
end
endmodule
### design/flow/run.sh
#!/bin/bash
# OpenROAD 26Q1-2900-gdf79404cd8, Yosys 0.63+post, stock flow scripts
make -C /OpenROAD-flow-scripts/flow DESIGN_CONFIG=/design/flow/config.mk WORK_HOME=/design/flow/orfs finish
### design/flow/config.mk
export PLATFORM = sky130hd
export DESIGN_NAME = xtea
export DESIGN_NICKNAME = xtea
export VERILOG_FILES = /design/flow/design.v
export SDC_FILE = /design/flow/constraint.sdc
export NUM_CORES = 4
export LEC_CHECK = 1
export CORE_AREA = 10 10 108 108
export DIE_AREA = 0 0 118 118
### design/flow/constraint.sdc
current_design xtea

set clk_period 2.3
set clk_io_pct 0.2

create_clock -name clk0 -period $clk_period [get_ports {clock}]

set non_clock_inputs [all_inputs -no_clocks]
set_input_delay [expr $clk_period * $clk_io_pct] -clock clk0 $non_clock_inputs
set_output_delay [expr $clk_period * $clk_io_pct] -clock clk0 [all_outputs]
==> impl_metrics.ini <==
; generated from flow reports
[global_route]
global_route.overflow_total = 0
use_met2_pct = 4.83
grt.met3_usage_pct = 1.90
vias_in_the_first_global_route = 701
globalRouteTotalUtil_pct = 3.28
grt-busiest-layer = met2
grt_antenna_before_repair = 0
globalRouteMet1Util_pct = 4.18
grt_max_degree = 40
grt_pass1_wl_mm = 3.91

[final_timing]
fin_crit_sh_pct = 85.7
worst_hold_slack_ns = 0.380
finalMaxSlewViolations = 0
final_critical_path_setup_slack_ns = 0.330
clock.fmax_mhz = 508
finalSetupTns_ns = 0
final.min_clock_period_ns = 1.97
final_clock_skew_ns = 0.000926
hold_viol = 0
setup_viol_count_final = 0
rsz0062_at_grt = no

[synth]
synth.yosys.seq_area_share_pct = 47.1
netlist_area_sq_um = 1380
ys_seq_elements = 26
synth_cell_types = 23
synthesis.area_per_instance_sq_um = 10.9
yosys.area_share.simple_pct = 7.60
ys_cells = 127
synth.yosys.chip_area_sq_um = 1380
synth.area.mux_share_pct = 1.63
synthesis.instances = 127
yosysWarningCount = 7
logic_family = buffers and inverters
netlist.top_cell.by_area = dfrtp_1
aoi_share_pct = 2.44
synth_xor_xnor_area_share_pct = 4.43
adder_share_pct = 0.905
cell_types_with_the_largest_area_share_after_synthesis = dfrtp_1 (45%), buf_4 (35%), xnor2_1 (3.2%)
yosys.area.top_type_share_pct = 45.2

[setup_path]
worst_ep_required_time_ns = 1.84
end_kind = primary output
timing.critical_path.arrival_ns = 1.51
path_cells = buf_4 -> clkdlybuf4s50_1
critical_path.startpoint_type = flip-flop
timing.critical_path.fanout_max = 39
critical-path-max-stage-delay_ns = 0.54
worst_path_max_delay_cell = clkdlybuf4s50_1
worst-setup-path-type = reg2out

[route]
drt-total-wl_mm = 2.49
antenna_cells_inserted = 0
drt-pass1-iter-count = 3
final_antenna_net_count = 0
drt_iter0_drc = 38
drt_drc_violations_left = 0
routed_wire_length_per_instance_um = 9.36
routed-via-count = 727
vias_per_cell = 2.73

[floorplan]
core_util_floorplan_pct = 14.9
design.portCount = 260
die_outline_width_um = 118
die-area_sq_um = 13900
floorplan.core_area_sq_um = 9280
fp.dieH_um = 118
placement_rows = 35

[clock_network]
post_cts.repair.setup_buffers = 0
clockBufferDepth = 2
tritoncts_clock_tree = built
later_pin_clock_latency_in_the_skew_report_ns = 0.26
cts.sink_count = 26
clock_root_buffer = clkbuf_8
cts.hold.buffers_added = 0
cts-buffers-inserted = 3
post_cts_resize_count = 0
cts.htree.levels = 1
clk_pin_slew_ns = 0.09

[power]
switching_share_pct = 26.2
p_seq_share_pct = 55.6
proportion_of_power_drawn_by_the_clock_network_pct = 28.1
power_frac_comb_pct = 16.3
static_power_due_to_leakage_nw = 0.708
cellInternalPower_uw = 964
post_layout_power_mw = 1.31
powerDensity_nw_per_um2 = 717
power_switching_uw = 342
ir_drop_mv = 0.374

[layout]
number_of_filler_cells_placed_in_the_layout = 1009
area.combinational_sq_um = 243
final_layout_size_suffix_gt1_share_pct = 8.76
mostFrequentLayoutCells = clkdlybuf4s50_1 (66), dfrtp_1 (25), xnor2_1 (5)
final_common_cell = clkdlybuf4s50_1
areaGrowthSynthToFinish_pct = 31.8
flop_area_sq_um = 652

[status]
outcome = complete, no violations

[placement]
place_congestion = 0.740
post-dp-hpwl_mm = 2.02
buffer_ports.inserted = 66
dpl_worst_slack_ns = 0.580

[worst_hold_path]
min-delay-path-class = reg2reg

[run]
tool_warnings = 217
drv_cap = 0
critical path, delay by kind of cell, from the launching register on:
kind / cells / cell delay (ns)
buf+inv: 2 / 0.86
flops: 1 / 0.39
kinds of logic after synthesis:
logic type                 after synthesis
buffers and inverters                   67
DFF                                     26
and+or+nand+nor                         18
xor gates and xnor gates                 7
AOI/OAI and AO/OA                        5
muxes                                    2
adders and majority gates                1
other                                    1
final cells by class:
| class | instances | share of cell area (%) |
|---|---|---|
| well taps | 129 | 8.86 |
| repair buffers | 69 | 37.5 |
| clock inverters | 1 | 1.65 |
| flip-flops and latches | 26 | 35.8 |
| clock buffers | 3 | 2.27 |
| inverters | 3 | 0.618 |
| multi-input cells | 35 | 13.3 |
worst paths after layout:
path	start	to	slack [ns]	cells after the start
setup / recovery	data_out2[0]$_DFFE_PP0N_	data_out1[16]	0.33	2
hold / removal	state[6]$_DFF_PP0_	state[15]$_DFF_PP0_	0.38	0
setup reg to reg	state[8]$_DFF_PP0_	data_out2[0]$_DFFE_PP0N_	1.12	3
hold reg to reg	state[6]$_DFF_PP0_	state[15]$_DFF_PP0_	0.38	0
max in group asynchronous	reset	state[0]$_DFF_PP1_	1.47	3
min in group asynchronous	reset	x[2]$_DFFE_PP0P_	0.54	3
power groups by stage:
stage	Sequential, mW	Clock (mW)	Combinational, mW
final	0.726	0.367	0.213
after global routing	0.747	0.398	0.246
after CTS	0.727	0.378	0.219
cells in the mapped netlist (all sizes together):
cell,number
o211a,1
o21ai,2
a31oi,1
nand2,4
nor4,3
nor2b,1
buf,64
and3,1
conb,1
nor3,1
inv,3
mux2,2
and2,2
a21o,1
xor2,2
dfrtp,25
dfstp,1
xnor2,5
ha,1
nor2,3
nand4,2
or3,1
layer usage:
layer | vias up | share of wire (%) | wire length [um]
met5 | - | 0 | 0
met4 | 0 | 1.1 | 27
met3 | 2 | 13 | 318
met2 | 45 | 40 | 990
met1 | 324 | 46 | 1150
li1 | 356 | - | -
stage by stage:
stage / std cells / util (%) / instance area [sq um]
floorplan: 128 / - / 1390
global placement: 262 / 18.9 / 1750
detailed placement: 262 / 18.9 / 1750
CTS: 266 / 19.6 / 1820
global route: 266 / 19.6 / 1820
finish: 266 / 19.6 / 1820
registers in the layout, indices dropped and copies added, names as in the netlist:
register / cells
data_out2: 1
modereg: 1
state: 15
while_flag: 1
x: 8
Power is estimated from default activity; no workload was simulated.
